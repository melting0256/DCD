### flow/config.mk
export PLATFORM = sky130hd
export DESIGN_NAME = Lab2_4_bit_BLS_dataflow
export DESIGN_NICKNAME = Lab2_4_bit_BLS_dataflow
export VERILOG_FILES = /design/flow/design.v
export SDC_FILE = /design/flow/constraint.sdc
export NUM_CORES = 4
export LEC_CHECK = 1
export CORE_AREA = 10 10 70 70
export DIE_AREA = 0 0 80 80
### flow/constraint.sdc
current_design Lab2_4_bit_BLS_dataflow

set clk_period 3.8
set clk_io_pct 0.2

create_clock -name clk0 -period $clk_period

set non_clock_inputs [all_inputs -no_clocks]
set_input_delay [expr $clk_period * $clk_io_pct] -clock clk0 $non_clock_inputs
set_output_delay [expr $clk_period * $clk_io_pct] -clock clk0 [all_outputs]
### flow/design.v
module Lab2_4_bit_BLS_dataflow (input [3:0]X,Y,input Bin,output Bout,output [3:0]Diff);
    wire [2:0]B;
    wire [3:0]G,P;
    assign P[0]=(~X[0]) ^ Y[0];
    assign P[1]=(~X[1]) ^ Y[1];
    assign P[2]=(~X[2]) ^ Y[2];
    assign P[3]=(~X[3]) ^ Y[3];
    assign G[0]=(~X[0]) & Y[0];
    assign G[1]=(~X[1]) & Y[1];
    assign G[2]=(~X[2]) & Y[2];
    assign G[3]=(~X[3]) & Y[3];
    assign B[0]=G[0] | (P[0] & Bin);
    assign B[1]=G[1] | (P[1] & B[0]);
    assign B[2]=G[2] | (P[2] & B[1]);
    assign Bout=G[3] | (P[3] & B[2]);
    assign Diff[0]=(~P[0]) ^ Bin;
    assign Diff[1]=(~P[1]) ^ B[0];
    assign Diff[2]=(~P[2]) ^ B[1];
    assign Diff[3]=(~P[3]) ^ B[2];
endmodule
### flow/run.sh
#!/bin/bash
# OpenROAD 26Q1-2900-gdf79404cd8, Yosys 0.63+post, stock flow scripts
make -C /OpenROAD-flow-scripts/flow DESIGN_CONFIG=/design/flow/config.mk WORK_HOME=/design/flow/orfs finish
==> notes.md <==
Update from the flow run.

The most used routing layer is met1. The detailed router's first-iteration violation count is 0. The number of iterations in the first detailed-routing pass is 1. Setup repair after global routing left no endpoint under its margin.

The gate family responsible for the most delay along the worst path is buffers and inverters. The worst voltage drop across the vdd grid is roughly 28 uV. The via count is around 110. The synthesized area per cell is 8.401 um2.

The routing usage on met3 is 0.006818. The launch point of the worst min-delay path is recorded as X[0]. In the final layout, the share of cells above drive strength 1 is 0.1071. The initial antenna violation count is 0.

STA shows the worst min-delay path finishing at Diff[0]. The first global-routing pass estimated around 700 um of wire. The pin slew with the least headroom to its limit is approximately 0.11 ns.

The sequential cell area fraction in the yosys report is 0. After synthesis, the netlist uses 2 different library cells. During synthesis, Yosys emitted a total of 0 warnings. The overall chip area is roughly 0.0064 mm2.

The maximum number of pins on one net before global-route repair is 2. The internal portion of the total power is 25.80 uW. OpenROAD emitted warnings numbering 32. The final standard cell area without fillers is around 320 um2. The final timing report derives a shortest allowable period of 3.702 ns. The filler cell count in the final layout is ~400. After detailed placement, the total cell area comes to between 300 and 400 um2. The average wire per standard cell is between 5 and 6 um. The worst setup path is launched from a primary input. The power report attributes to the clock group a share of 0. The endpoint arrival time on the critical path is ~3 ns. The type of element capturing the critical path is an output port. Per the run summary, max-cap violations total 0. The count of nets left with antenna violations once routing finished came out at 0. The I/O pin total is 14. The required time at the worst endpoint is listed as just over 3 ns.

The number of clock buffers in the layout is 0. The final layout contains routed wiring with a total length of ~420 um. The timing report shows the most common cell along the critical path to be sky130_fd_sc_hd__inv_1. Antenna repair during routing inserted a diode count of 0.

The via count of the first global-routing pass is between 100 and 150. The met2 routing resource usage after global routing is 0.01364. The post-synthesis to final-layout area growth is 173.4%.

The script reports the combined buffer and inverter count of the critical path as 6. The number of cells on the worst hold path is listed as 3. The chip width is 80 um.

The combinational share of power is 1.000. The global routing usage on met1 is 0.02280. Of the total power, registers draw 0. The area used by sequential logic in the layout is 0 um2.

For this run, the final setup violation count is recorded as 0. The post-synthesis instance area is 117.6 um2. The final hold slack is ~2.3 ns. The non-filler instance count after layout is 74.

The final timing summary puts the cycle share of the worst path at 0.9742. The flow reported a cell area power density of 114.2 mW/mm2. The net switching power in the latest report is ~11 uW.

The total instance count after detailed placement is between 70 and 80. The script computed the net switching share of total power as 0.2976. Yosys stat counts 14 cells in the synthesized netlist.

The leakage power summed over all cells is around 0.15 nW. The headroom to the max-slew limit is 0.9293. The design draws 36.74 uW.

The chip area line in the Yosys stat output reads 117.6 um2. The flow ran to the end, and the final reports show no timing, DRC or antenna violations. The report lists the cells along the critical path as clkdlybuf4s50_1 -> inv_1 -> fa_2 -> inv_2 -> fa_2 -> fa_1 -> inv_1 -> fa_1 -> inv_1 -> clkdlybuf4s50_1. The core region is 0.003416 mm2. The largest fanout on the critical path is 1. The sum of net half-perimeters after detailed placement is about 420 um. The worst min-delay path class is in -> out. The standard-cell row count is 21. The height of the chip is around 80 um.

Summed over all layers, the global routing overflow is 0. The synthesized netlist cell count is 14. Hold-check failures listed in the final report amount to 0. The sequential cell count is 0. The routed via count divided by cell count is 1.541.

The delay of the slowest critical-path stage is about 0.46 ns. The post-CTS repair timing setup buffer count is 0. The number of I/O port buffers is 14.

The peak clock frequency supported by timing is 270.1 MHz. The script parses the final routing iteration and logs DRC violations as 0. The critical-path cell with the highest stage delay is sky130_fd_sc_hd__clkdlybuf4s50_1. The category of the most critical setup path is in -> out.

The utilization of the core after routing is 0.09414. The final weighted congestion recorded by global placement is approximately 0.77. Counting pins that exceed their max-slew limit in the final report gives 0. The initial standard-cell utilization of the core is 0.03443. Across every metal layer, demand over resource in global routing totals 0.01324.
-- cell families (layout without fill, tap and decap cells) --
family                     Yosys count  after routing  share of synthesized area
adders and majority gates            4              4                     0.6809
buffers and inverters               10             24                     0.3192
-- area by class of cell --
cell class | instances | area, um2 | area share
inverters | 10 | 37.54 | 0.1167
well taps | 46 | 57.56 | 0.1790
multi-input cells | 4 | 85.08 | 0.2646
repair buffers | 14 | 141.4 | 0.4397
-- layer usage --
metal / vias up / wire length [um]
li1: 60 / -
met3: 0 / 84
met4: 0 / 0
met2: 14 / 75
met5: - / 0
met1: 40 / 261
-- cell usage after synthesis, drive strengths merged --
cell,number,area [um2]
fa,4,80.08
inv,10,37.54
-- what timing repair did --
item,4_1_cts,5_1_grt
setup endpoints to repair,1,2
hold buffers,0,0
pin swaps,1,1
resized,4,1
-- power groups by stage --
stage	registers (mW)	logic, mW	clock network, mW
4_1_cts	0	0.0380	0
5_1_grt	0	0.0419	0
6_report	0	0.0367	0
-- layout by cell type, fill, tap and decap left out --
cell type and instances:
sky130_fd_sc_hd__fa_2 2, sky130_fd_sc_hd__dlymetal6s2s_1 1, sky130_fd_sc_hd__inv_1 9, sky130_fd_sc_hd__dlygate4sd2_1 1
sky130_fd_sc_hd__clkdlybuf4s50_1 12, sky130_fd_sc_hd__inv_2 1, sky130_fd_sc_hd__fa_1 2
-- tightest hold or removal path: cells and delay by family --
family                   cells  cell delay [ns]
adder cells (fa/ha/maj)      1             0.20
buffers and inverters        2             0.57
-- through the flow --
step	setup WS [ns]	setup TNS [ns]
final	0.09809	0
after global routing	0.005064	0
after CTS	0.03882	0
after detailed placement	-0.1330	-0.1330
after global placement	-0.1035	-0.1035
after floorplan	0.8738	0
-- how the worst max path moves through the flow --
| stage | from | endpoint | slack, ns | depth (start not counted) |
|---|---|---|---|---|
| after CTS | X[0] | Diff[3] | 0.04 | 8 |
| after global routing | Y[0] | Bout | 0.005 | 10 |
| final | Y[0] | Bout | 0.1 | 10 |
Power figures rest on the tool's default switching activity, not on a simulated workload.
