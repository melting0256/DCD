### flow/design.v
module Lab2_4_bit_BLS_gatelevel (input [3:0]X,Y,input Bin,output Bout,output [3:0]Diff);
    wire [2:0]B;
    wire [3:0]G,P;
    wire w0,m0,a0,w1,m1,a1,w2,m2,a2,w3,m3,a3;
    xnor#(20)(P[0],X[0],Y[0]);
    xnor#(20)(P[1],X[1],Y[1]);
    xnor#(20)(P[2],X[2],Y[2]);
    xnor#(20)(P[3],X[3],Y[3]);
    not(m0,X[0]);
    not(m1,X[1]);
    not(m2,X[2]);
    not(m3,X[3]);
    or#(10)(G[0],m0,Y[0]);
    or#(10)(G[1],m1,Y[1]);
    or#(10)(G[2],m2,Y[2]);
    or#(10)(G[3],m3,Y[3]);
    and#(10)(a0,P[0],Bin);
    and#(10)(a1,P[1],B[0]);
    and#(10)(a2,P[2],B[1]);
    and#(10)(a3,P[3],B[2]);
    or#(10)(B[0],a0,G[0]);
    or#(10)(B[1],a1,G[1]);
    or#(10)(B[2],a2,G[2]);
    or#(10)(Bout,a3,G[3]);
    not(w0,P[0]);
    not(w1,P[1]);
    not(w2,P[2]);
    not(w3,P[3]);
    xor#(20)(Diff[0],w0,Bin);
    xor#(20)(Diff[1],w1,B[0]);
    xor#(20)(Diff[2],w2,B[1]);
    xor#(20)(Diff[3],w3,B[2]);
endmodule
### flow/run.sh
#!/bin/bash
# OpenROAD 26Q1-2900-gdf79404cd8, Yosys 0.63+post, stock flow scripts
make -C /OpenROAD-flow-scripts/flow DESIGN_CONFIG=/design/flow/config.mk WORK_HOME=/design/flow/orfs finish
### flow/config.mk
export PLATFORM = sky130hd
export DESIGN_NAME = Lab2_4_bit_BLS_gatelevel
export DESIGN_NICKNAME = Lab2_4_bit_BLS_gatelevel
export VERILOG_FILES = /design/flow/design.v
export SDC_FILE = /design/flow/constraint.sdc
export NUM_CORES = 4
export LEC_CHECK = 1
export CORE_AREA = 10 10 70 70
export DIE_AREA = 0 0 80 80
### flow/constraint.sdc
current_design Lab2_4_bit_BLS_gatelevel

set clk_period 1.0
set clk_io_pct 0.2

create_clock -name clk0 -period $clk_period

set non_clock_inputs [all_inputs -no_clocks]
set_input_delay [expr $clk_period * $clk_io_pct] -clock clk0 $non_clock_inputs
set_output_delay [expr $clk_period * $clk_io_pct] -clock clk0 [all_outputs]
==> results.yml <==
# flow metrics
place:
  hpwl_um: 392.8
  routabilityCongestion: 0.7485
  placed_cell_area_um2: 367.9
  pre_cts_ws_ns: -1.226
  portBuffers: 14
  placedCellCount: 75
yosys:
  synth.top_cell.area_share: 0.4717
  adder_share: 0.4717
  top_area_cell: "ha_1"
  ys_seq_frac: 0
  mux_share: 0
  synth-xor-area-share: 0.2547
  logic_family: "adder cells"
  yosysUniqueCellTypes: 5
  syn_inst: 15
  ys_sh_simple: 0.1038
  syn_area_um2: 132.6
  yosys_area_um2: 132.6
  avgSynthCellArea_um2: 8.842
  area_leaders: "ha_1 (47%), inv_1 (17%), xor2_1 (13%)"
  ys_sh_aoi: 0
  ys_cells: 15
  yosysWarnings: 0
cells_and_area:
  seq_cells: 0
  stdcell_count: 75
  flop_area_um2: 0
  area_growth_pct: 196.2
  fin_util: 0.1150
  combGateArea_um2: 172.7
  drive_gt1_frac: 0.8276
  fill_cells: 404
  design_area_um2: 392.9
  nClkBuffers: 0
worst_setup_path:
  crit_type: "in2out"
  crit_path_cell_trace: "buf_8 -> inv_12 -> ha_4 -> ha_4 -> nand2b_4 -> xnor2_2 -> buf_2"
  crit_top_cell: "ha_4"
  cp-end-kind: "primary output"
  max_stage_delay_ns: 0.18
  arrival_ns: 1.04
  crit_slowest_cell: "ha_4"
  required_ns: 0.80
  crit_fanout: 1
  worst_setup_path_start_kind: "input port"
floorplanning:
  die-width_um: 80
  die_h_um: 80
  rows: 21
  fp_util: 0.03883
  core_um2: 3416
  io_pins: 14
  chipArea_um2: 6400
power:
  p_leak_nw: 0.1631
  peakVddDrop_mv: 0.1079
  p_total_mw: 0.1535
  powerDensity_nw_per_um2: 390.8
sta:
  final_hold_viol_count: 0
  fmax_mhz: 803.6
  finalHoldWorstSlack_ns: 0.7472
  setup_viol: 3
  fin_crit_ns: 1.244
  totalNegativeSetupSlack_ns: -0.3590
  fin_ws_ns: -0.2444
  rsz0062_at_grt: "true"
  maxSlewViolCount: 0
  relSlewSlack: 0.9188
  min_period_over_period: 1.244
  worst_pin_slew_ns: 0.1214
global_routing:
  antenna_found_initial: 1
  grt_overflow: 0
  grt-busiest-layer: "met2"
  met3_usage: 0.01364
  grt_max_degree: 2
  grt_util_met2: 0.01926
  grtUsageMet1: 0.01583
  grt_pass1_wl_um: 738
  grt_pass1_vias: 160
  grt_use_total: 0.01386
route:
  vias_per_cell: 1.947
  drc: 0
  dr.first_iter.drc_count: 1
  diodes: 0
  routed_wl_um: 464
  drtPass1Iterations: 2
  ant_nets: 0
  vias: 146
  wl_per_cell_um: 6.187
job:
  warning_count: 35
  drv_cap: 0
run_status:
  violations: "negative setup slack"
  outcome: "finished, violations left"
cts:
  hold_buffers: 0
hold_path:
  hold_path.class: "in2out"
## final timing paths
kind | from | endpoint | slack [ns] | depth (start not counted)
hold / removal | X[3] | Diff[3] | 0.75 | 4
setup / recovery | Y[0] | Diff[1] | -0.24 | 7
## layer usage
layer,vias up,wire (um)
li1,72,-
met1,60,198
met2,14,129
met3,0,137
met4,0,0
met5,-,0
## worst max-delay path, delay by kind of cell
family	cells	cell delay (ns)
buf+inv	3	0.26
fa+ha+maj	2	0.32
simple gates	1	0.14
xor+xnor	1	0.12
## layout make-up
cell class	count	share of cell area
inverter	6	0.1019
multi-input combinational	9	0.4395
tap	46	0.1465
timing repair buffer	14	0.3121
## synth_stat cells
cell      instances
nand2b_4          1
inv_1             6
xnor2_2           1
ha_1              5
xor2_1            2
## logic make-up (layout without fill, tap and decap cells)
| kind of cell | Yosys count | in the layout |
|---|---|---|
| XOR/XNOR | 3 | 3 |
| AND/OR/NAND/NOR | 1 | 1 |
| adder cells (fa/ha/maj) | 5 | 5 |
| buffers and inverters | 6 | 20 |
## power breakdown
group / internal (mW) / switching, mW / leakage (nW)
combinational: 0.101 / 0.0527 / 0.163
clock: 0 / 0 / 0
sequential: 0 / 0 / 0
## repair_timing
action / CTS / global route
setup buffers: 0 / 0
gates resized: 54 / 9
pin swaps: 7 / 4
setup endpoints to repair: 5 / 4
## layout by cell type, fill, tap and decap left out, drive strengths merged
cell and instances:
ha 5, dlygate4sd2 2, nand2b 1, xnor2 1, buf 12, inv 6
xor2 2
No activity file was given, so power comes from the tool's default toggle rates.
