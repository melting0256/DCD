### ./run.sh
#!/bin/bash
# OpenROAD 26Q1-2900-gdf79404cd8, Yosys 0.63+post, stock flow scripts
make -C /OpenROAD-flow-scripts/flow DESIGN_CONFIG=/design/flow/config.mk WORK_HOME=/design/flow/orfs finish
### ./config.mk
export PLATFORM = sky130hd
export DESIGN_NAME = Lab2_4_bit_RBS
export DESIGN_NICKNAME = Lab2_4_bit_RBS
export VERILOG_FILES = /design/flow/design.v
export SDC_FILE = /design/flow/constraint.sdc
export NUM_CORES = 4
export LEC_CHECK = 1
export CORE_AREA = 10 10 70 70
export DIE_AREA = 0 0 80 80
### ./constraint.sdc
current_design Lab2_4_bit_RBS

set clk_period 2.0
set clk_io_pct 0.2

create_clock -name clk0 -period $clk_period

set non_clock_inputs [all_inputs -no_clocks]
set_input_delay [expr $clk_period * $clk_io_pct] -clock clk0 $non_clock_inputs
set_output_delay [expr $clk_period * $clk_io_pct] -clock clk0 [all_outputs]
### ./design.v
module Lab2_4_bit_RBS (input [3:0]X,Y,input Bin,output Bout,output [3:0]Diff);
    wire B1,B2,B3;
    Lab2_full_sub FS0 (X[0],Y[0],Bin,B1,Diff[0]);
    Lab2_full_sub FS1 (X[1],Y[1],B1,B2,Diff[1]);
    Lab2_full_sub FS2 (X[2],Y[2],B2,B3,Diff[2]);
    Lab2_full_sub FS3 (X[3],Y[3],B3,Bout,Diff[3]);
endmodule
module Lab2_full_sub (input X,Y,Z,output B,D);
    wire B1,D1,B2;
    Lab2_half_sub_gatelevel HS1 (X,Y,B1,D1);
    Lab2_half_sub_gatelevel HS2 (D1,Z,B2,D);
    or #(10) G1 (B,B1,B2); 
endmodule
module Lab2_half_sub_gatelevel (input X,Y,output D,B);
    wire w1;
    not (w1,X);
    and #(10) (B,w1,Y);
    xor #(20) (D,X,Y);
endmodule
==> out/summary.rpt <==
================================================================================
Final routed wirelength across all metal layers                           501 um
Number of vias per cell after detailed routing                              2.10
Final setup violating endpoints                                                2
Number of global-route vias before repair                                    197
Hold Crit Class                                                     input pin to primary output
Area taken by flip-flops and latches                                       0 um2
Synth-to-Final Area Change                                                  152%
CP Class                                                            input pin to primary output
Violations in the final reports                                     setup timing
Gr ovfl total                                                                  0
Dpl ws                                                                  -1370 ps
Data arrival, critical path                                              2010 ps
Flip-flop and latch count                                                      0
Total number of vias                                                         168
Synth warnings                                                                 0
Yosys Instances                                                               24
Number of setup buffers added after CTS                                        0
Drt initial violations                                                         0
Post-route fraction of the period consumed by the critical path             120%
Distinct cells, synth                                                          4
Std-Cell Rows                                                                 21
Fraction of the core area occupied by cells at floorplan                   5.13%
Vertical extent of the die                                                 80 um
Floorplan core area                                                  0.00342 mm2
Number of placed I/O pins                                                     14
Clkbuf count                                                                   0
Max-slew violation count                                                       0
Share of layout cells above drive strength 1                               50.0%
Most numerous logic cell after layout                               sky130_fd_sc_hd__inv_1
Gr usage total                                                             1.71%
Layout Utilization                                                         12.9%
Cell area leaders                                                   sky130_fd_sc_hd__ha_1, sky130_fd_sc_hd__buf_4, sky130_fd_sc_hd__inv_1
P per Cell Area                                                       230 mW/mm2
Number of warning messages in the logs                                        35
Sequential fraction of the synthesis area                                     0%
Antenna Diode Count                                                            0
DR pass1 iterations                                                            1
Most instantiated logic cells after routing                         sky130_fd_sc_hd__inv_1, sky130_fd_sc_hd__ha_4, sky130_fd_sc_hd__clkdlybuf4s50_1, sky130_fd_sc_hd__nand2_4, sky130_fd_sc_hd__dlygate4sd2_1
Syn_area_per_cell                                                       7.30 um2
Number of antenna violations at the first check in global routing              0
Number of nets with antenna violations after routing                           0
Fin worst setup slack                                                    -410 ps
Minimum period implied by the final worst setup slack                    2410 ps
Hold buffer count at CTS                                                       0
CP startpoint kind                                                     input pin
DP Wirelength                                                             428 um
Crit-path max FO                                                               1
First-pass GRT wire length                                                938 um
Chip area estimate from yosys synthesis                                  175 um2
RD Place Congestion                                                        0.712
Pleak                                                                   0.193 nW
Final Hold Vio Count                                                           0
Maximum clock frequency                                                  415 MHz
Critical Path End Type                                              primary output
Maximum number of pins on one net before global-route repair                   2
Max-area cell share                                                        57.1%
PortBufs                                                                      14
Unrepaired setup endpoints after global routing                              yes
Transition time at the pin with the least slew margin                     100 ps
Chip Area                                                            0.00640 mm2
DIE WIDTH                                                                  80 um
Critical path required time                                              1600 ps
Maxcap violations                                                              0
Run status                                                          finished, violations left
Count of mapped cells out of synthesis                                        24
Routed wirelength normalized by instance count                           6.26 um
DRC Markers                                                                    0
Worst slew slack as a fraction of its limit                                93.3%
Worst Hold Slack                                                         1350 ps
Synth Cell Area                                                          175 um2
Worst voltage drop across the vdd grid                                 0.0935 mV
Largest area contributor in the netlist                             sky130_fd_sc_hd__ha_1
================================================================================
==> layout make-up <==
cell class / instances / area, um2
fillers: 397 / 2970
multi-input cells: 12 / 205
repair buffers: 14 / 136
well taps: 46 / 57.6
inverters: 8 / 42.5
==> routing by layer <==
| layer | track usage, % | vias up | share of wire (%) |
|---|---|---|---|
| li1 | - | 88 | - |
| met5 | 0 | - | 0 |
| met1 | 2.77 | 66 | 59 |
| met2 | 2.01 | 14 | 26 |
| met3 | 0.795 | 0 | 14 |
| met4 | 0 | 0 | 0 |
==> kinds of logic (layout without fill, tap and decap cells) <==
kind of cell	count (synthesis)	in the layout	share of synthesized area, %
fa+ha+maj	8	8	57.1
buf+inv	12	22	34.3
simple gates	4	4	8.57
==> cells in the mapped netlist <==
| cell type | number |
|---|---|
| sky130_fd_sc_hd__buf_4 | 4 |
| sky130_fd_sc_hd__ha_1 | 8 |
| sky130_fd_sc_hd__inv_1 | 8 |
| sky130_fd_sc_hd__nand2_1 | 4 |
==> where the power goes <==
part | internal, mW | total, mW | switching, mW
combinational | 0.0638 | 0.102 | 0.0378
clock | 0 | 0 | 0
sequential | 0 | 0 | 0
total | 0.0638 | 0.102 | 0.0378
==> critical path, cell delays in order <==
cell	delay [ps]
sky130_fd_sc_hd__buf_8	110
sky130_fd_sc_hd__inv_12	40
sky130_fd_sc_hd__ha_4	110
sky130_fd_sc_hd__inv_2	40
sky130_fd_sc_hd__ha_4	260
sky130_fd_sc_hd__nand2_4	50
sky130_fd_sc_hd__ha_4	260
sky130_fd_sc_hd__nand2_4	50
sky130_fd_sc_hd__ha_4	260
sky130_fd_sc_hd__nand2_4	50
sky130_fd_sc_hd__ha_4	250
sky130_fd_sc_hd__nand2_2	40
sky130_fd_sc_hd__buf_2	100
==> worst paths after layout <==
path       to  slack (ps)  cells past startpoint  startpoint
max      Bout        -410                     13        X[0]
min   Diff[1]        1350                      5        Y[0]
==> per-stage QoR <==
stage / std cells / TNS, ps / instance area, um2 / total power [mW]
finish: 80 / -678 / 442 / 0.102
global route: 80 / -806 / 442 / 0.118
CTS: 80 / -700 / 407 / 0.0836
detailed placement: 80 / -4210 / 368 / 0.0699
global placement: 80 / -4150 / 368 / 0.0685
floorplan: 24 / -336 / 200 / 0.0329
==> timing repair <==
item,CTS,global route
gates resized,33,6
setup endpoints to repair,5,3
pin swaps,8,7
cloned,0,0
Power and IR drop assume default switching activity.
